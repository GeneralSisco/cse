==> design.v <==
`timescale 1ns / 1ps
module Fetch_Latch(
	input clk,
	input [15:0] instruction,
	input [15:0] PC,
	output reg [15:0] instr_out,
	output reg [15:0] PC_out
    );
	 always @ (posedge clk)
		begin
			instr_out <= instruction;
			PC_out <= PC;
		end
endmodule
`timescale 1ns / 1ps
module Fetch_Stage(
	input clk,
	output [15:0] instruction,
	output [15:0] Next_PC
    );
	 wire [15:0] w1, w2, w3, w4;
	PC c0 (.clk(clk), .NewPC(w1), .PC(w2));
	PC_Incrementor c1 (.PC(w2), .Next_PC(w1));
	Instruction_Memory c2 (.instruction(w2), .Data(w3));
	Fetch_Latch c3 (.clk(clk), .instruction(w3), .PC(w1), .instr_out(instruction), .PC_out(Next_PC));
endmodule
`timescale 1ns / 1ps
module Instruction_Memory(
	input [15:0] instruction,
	output [15:0] Data
    );
	 reg [7:0] memory [255:0];  
	 initial begin
		memory[0] = 8'hD1;
		memory[1] = 8'h18;
	 end
	 assign Data = {memory[instruction], memory[instruction + 1]};
endmodule
`timescale 1ns / 1ps
module PC(
	input clk, 
	input [15:0] NewPC,
	output reg [15:0] PC
    );
	initial PC = 0;
	always @ (posedge clk)
		PC <= NewPC;
endmodule
`timescale 1ns / 1ps
module PC_Incrementor(
	input [15:0] PC,
	output [15:0] Next_PC
    );
	assign Next_PC = PC + 2;  
endmodule
==> run.sh <==
#!/bin/bash
# OpenROAD 26Q1-2900-gdf79404cd8, Yosys 0.63+post, stock flow scripts
make -C /OpenROAD-flow-scripts/flow DESIGN_CONFIG=/design/flow/config.mk WORK_HOME=/design/flow/orfs finish
==> config.mk <==
export PLATFORM = sky130hd
export DESIGN_NAME = Fetch_Stage
export DESIGN_NICKNAME = Fetch_Stage
export VERILOG_FILES = /design/flow/design.v
export SDC_FILE = /design/flow/constraint.sdc
export NUM_CORES = 4
export LEC_CHECK = 1
export CORE_AREA = 10 10 99 99
export DIE_AREA = 0 0 109 109
==> constraint.sdc <==
current_design Fetch_Stage

set clk_period 2.1
set clk_io_pct 0.2

create_clock -name clk0 -period $clk_period [get_ports {clk}]

set non_clock_inputs [all_inputs -no_clocks]
set_input_delay [expr $clk_period * $clk_io_pct] -clock clk0 $non_clock_inputs
set_output_delay [expr $clk_period * $clk_io_pct] -clock clk0 [all_outputs]
==> results.txt <==
Quick summary of the implementation run below.

The run finished with clean final reports. As reported, the later end of the worst-skew pair has a clock insertion delay of 0.27 ns. In this build the clock could be raised as far as 0.670 GHz. The leakage component of the power came out at 0.491 nW.

The number of buffers inserted by hold repair at cts is 0. The total of cells resized after clock tree synthesis came out at 0. In this run the worst path has a maximum fanout of 1. The total number of warnings across the stage logs is 25.

The core region is 7730 µm². The final layout contains routed wiring with a total length of 1830 µm. The final standard cell area without fillers came out at 1340 µm². STA classifies the critical path startpoint as a flop. The largest net degree at the start of global routing is 10. The number of nets still failing antenna checks after routing is 0. The number of cells reported by Yosys stat comes to 87.

At the floorplan stage, the core utilization is reported as 13.5%. During placement, the flow inserted port buffers numbering 15. The critical path's slowest stage uses the library cell sky130_fd_sc_hd__clkdlybuf4s50_1. Setup repair after global routing left no endpoint under its margin. The post-CTS setup buffer count is 0. The worst hold-check path type is reg -> reg. 33 I/O pins were placed.

The via count of the first global-routing pass is 571. After layout, the minimum clock period comes to 1.49 ns. Together, buffers and inverters on the worst path number 1. The first global-routing pass estimated 2860 µm of wire. The layout overhead on the synthesized area came out at 28.6%.

The setup clock skew after layout came out at 0.00187 ns. The final total negative setup slack came out at 0 ns. The fraction of power consumed by sequential logic is 55.1%. The fraction of registers with async set/reset came out at 0%. The initial antenna violation count is 0.

The number of detailed-routing iterations run before antenna repair is 2. The data arrival time at the worst-slack endpoint is 1.07 ns. The synthesis warning total is 3. The script logs the mean routed wire length per placed instance as 8.70 µm.

CTS built an H-tree with a depth of 2. The number of max-cap violations came out at 0. The count of state elements after synthesis came out at 30. By count the netlist is led by sky130_fd_sc_hd__dfxtp_1, sky130_fd_sc_hd__buf_4, sky130_fd_sc_hd__xnor2_1. The part of the total power dissipated in combinational logic came out at 0.2%. In this run the biggest area consumer among cell types represents 57.8% of the synthesized area.

The last timing report of the flow puts the setup violation total at 0. CTS reports a maximum clock tree buffer depth of 2. Counting every sink on the clock net gives 30. Summed over all routing layers, the global router reports a total usage of 3.08%. Summing the sequential cell areas from Yosys gives 57.8% of the chip area. The largest stage delay on the critical path came out at 0.47 ns.

After synthesis, the netlist uses 16 different library cells. The clock transition time at the flip-flop clock pins of the worst setup and hold paths is 0.06 ns. The core utilization of the finished layout is 17.3%. The clock tree from TritonCTS is yes. The data required time reported for the critical path is 1.68 ns. The cell area after placement came out at 1250 µm². For this run the detailed placement stage logged an HPWL of 1420 µm. The maximum ir drop on the vdd rail is 0.229 mV. In the post-synthesis netlist, the biggest area contributors are sky130_fd_sc_hd__dfxtp_1, sky130_fd_sc_hd__buf_4, sky130_fd_sc_hd__xnor2_1, sky130_fd_sc_hd__xor2_1, sky130_fd_sc_hd__nor4_2. The post-synth count of flops with an enable pin is 0. The switching portion of total power comes to 19.3%. Per the detail_route report, the via count comes to 566. Looking at the gate-level netlist, the highest instance count belongs to sky130_fd_sc_hd__dfxtp_1. The chip area is 11900 µm². TritonRoute reported its final design rule violation total as 0. The total congestion overflow is 0. After synthesis the cells add up to 1040 µm². The main flop type is sky130_fd_sc_hd__dfxtp_1.

The endpoint class of the critical path is a primary output. Per STA, the worst path is made up of clkdlybuf4s50_1. The number of standard cells after synthesis is 87. For this block, the initial DRC count from the detailed router was 20. The die is 109 µm tall. The part of the cycle the worst path needs is 71.0%. Cells with a size suffix above 1 make up 12.0% of the layout. The biggest area contributor in the post-synthesis netlist is sky130_fd_sc_hd__dfxtp_1. The internal portion of the total power is 0.833 mW. The critical path is of the reg -> out type. The power spent charging and discharging nets is 0.199 mW. The power density over the cells is 772 nW/µm². The number of hold-slack violations in the final timing report is 0. Of the total power, the clock network draws 44.7%. The synthesized area divided by synthesized cell count came out at 12.0 µm². The count of pins over their slew limit came out at 0. For this run, the chip area from Yosys synthesis comes to 1040 µm². The tree is rooted in a sky130_fd_sc_hd__clkbuf_8. The number of buffers inserted during clock tree synthesis came out at 5. In this design, the largest share of critical-path delay is due to buffers and inverters.

The count of standard-cell rows is 32. For this run, the detailed router reports a per-instance via density of 2.70. The horizontal extent of the die came out at 109 µm. Per the detail_route report, inserted antenna diodes total 0. The congestion estimate from routability-driven global placement came to 0.704.
==> cells in the final DEF, fill, tap and decap left out, types with 2 or more instances in the layout <==
master	n
sky130_fd_sc_hd__nor4_2	3
sky130_fd_sc_hd__nor2_1	2
sky130_fd_sc_hd__nor3_1	2
sky130_fd_sc_hd__inv_1	3
sky130_fd_sc_hd__nand2_1	3
sky130_fd_sc_hd__nand4_1	3
sky130_fd_sc_hd__clkdlybuf4s50_1	15
sky130_fd_sc_hd__dfxtp_1	30
sky130_fd_sc_hd__conb_1	17
sky130_fd_sc_hd__xor2_1	6
sky130_fd_sc_hd__and4_1	3
sky130_fd_sc_hd__xnor2_1	7
sky130_fd_sc_hd__nand3_4	2
sky130_fd_sc_hd__nand3_1	2
sky130_fd_sc_hd__clkbuf_8	6
==> sequential cells by signal (all words and copies together) (netlist names) <==
signal and flops:
c3.PC_out 15, c0.PC 15
==> power groups by stage <==
stage / Clock (mW) / Combinational (mW) / Sequential, mW
global route: 0.505 / 0.00332 / 0.569
CTS: 0.476 / 0.00274 / 0.569
finish: 0.461 / 0.00166 / 0.569
==> layer usage <==
metal  track usage [%]  vias up  share of wire (%)
met2              4.33       24                 41
met1              3.93      245                 46
li1                  -      293                  -
met4             0.565        0                1.5
met3              1.97        4                 12
met5                 0        -                  0
==> worst paths after layout <==
check,from,slack [ns],cells past startpoint,end
max,c3.PC_out[9],0.61,1,Next_PC[9]
min,c0.PC[1],0.44,1,c0.PC[1]
max reg2reg,c0.PC[1],0.72,4,c3.PC_out[15]
min reg2reg,c0.PC[1],0.44,1,c0.PC[1]
==> logic make-up after synthesis <==
group                      after synthesis  synth area share (%)
buffers and inverters                   20                  13.4
adders and majority gates                1                  1.20
DFF                                     30                  57.8
xor gates and xnor gates                13                  11.0
other                                    2                 0.722
and+or+nand+nor                         21                  16.0
==> final cells by class <==
type	count	area [µm²]
clock buffer	7	86.3
clock inverter	1	5.00
fill	851	6390
inverter	3	11.3
multi-input combinational	52	357
sequential	30	601
tap	102	128
timing repair buffer	15	150
==> stage by stage <==
stage | power [mW] | std cells | hold slack, ns | setup WS [ns]
after floorplan | 0.604 | 102 | 0.404 | 0.865
after global placement | 0.585 | 202 | 0.423 | 0.818
after detailed placement | 0.584 | 202 | 0.428 | 0.733
after CTS | 1.05 | 210 | 0.443 | 0.577
after global routing | 1.08 | 210 | 0.455 | 0.520
final | 1.03 | 210 | 0.444 | 0.608
No activity file was given, so power comes from the tool's default toggle rates.
